<file path="/design/flow/config.mk">
export PLATFORM = sky130hd
export DESIGN_NAME = JAM
export DESIGN_NICKNAME = JAM
export VERILOG_FILES = /design/flow/design.v
export SDC_FILE = /design/flow/constraint.sdc
export NUM_CORES = 4
export LEC_CHECK = 1
export CORE_UTILIZATION = 50
</file>
<file path="/design/flow/constraint.sdc">
current_design JAM

set clk_period 6.8
set clk_io_pct 0.2

create_clock -name clk0 -period $clk_period [get_ports {CLK}]

set non_clock_inputs [all_inputs -no_clocks]
set_input_delay [expr $clk_period * $clk_io_pct] -clock clk0 $non_clock_inputs
set_output_delay [expr $clk_period * $clk_io_pct] -clock clk0 [all_outputs]
</file>
<file path="/design/flow/design.v">
module JAM (
input CLK,
input RST,
output reg [2:0] W,
output reg [2:0] J,
input [6:0] Cost,
output reg [3:0] MatchCount,
output reg [9:0] MinCost,
output reg Valid );
reg [ 2:0] ns, cs;
reg [ 2:0] i;			 
reg [ 2:0] w_j [0:7];
reg [15:0] cnt;			 
reg [ 9:0] acc;			 
reg        cost_done, next_done, change1_done, change2_done;
reg        acc_en;
reg [ 2:0] compare;
reg [ 2:0] n, m, index;            
parameter IDLE   = 3'b000;
parameter COST   = 3'b001;
parameter COMP   = 3'b010;
parameter NEXT   = 3'b011;
parameter CHANGE1 = 3'b100;
parameter CHANGE2 = 3'b101;
parameter DONE   = 3'b110;
always@(posedge CLK)begin
	if(RST)
		cs <= IDLE;
	else
		cs <= ns;
end
always@(*)begin
		case(cs)
			IDLE:begin
			         ns = COST;
			     end
			COST:begin
			     	if (cost_done) ns = COMP;
				    else ns = COST;
			     end
			COMP:begin
			         if(cnt == 16'd40319)
			             ns = DONE;
			         else
			             ns = NEXT;
			     end
			NEXT:begin
			     	if (next_done) ns = CHANGE1;
				    else ns = NEXT;
			     end
			CHANGE1:begin
			     	if (change1_done) ns = CHANGE2;
				    else ns = CHANGE1;
			       end			     
			CHANGE2:begin
			     	if (change2_done)begin 
			     	       ns = IDLE;
			     	end
				    else ns = CHANGE2;
			       end
			DONE:begin
			         ns = DONE;
			     end
			default: ns = IDLE;
		endcase
end
always@(*)begin
	if(RST)
		W = 3'd0;
	else if(cs == COST)
		W = i;
	else
		W = 3'd0;
end
always@(*)begin
	if(RST) 
		J = 3'd0;
	else if(cs == COST)
		J = w_j[i];
	else
		J = 3'd0;
end
always@(posedge CLK)begin
	if(RST)
		i <= 3'd0;
	else if(cs == COST)
		i <= i + 3'd1;
	else
		i <= 3'd0;
end
always@(posedge CLK)begin
	if(RST)
		acc <= 10'd0;
	else if(cs == COST && acc_en)
		acc <= Cost + acc;
	else if(ns == NEXT || cs == CHANGE1)
		acc <= acc;
	else 
		acc <= 10'd0;
end
always@(posedge CLK)begin
    if(RST)
        cost_done <= 0;
    else if(i == 3'd7)
        cost_done <= 1;
    else
        cost_done <= 0;
end     
always@(posedge CLK)begin
    if(RST)
        acc_en <= 0;
    else if(cs == COST)begin
        if(ns == COMP)
            acc_en <= 0;
        else
            acc_en <= 1;
    end
    else
        acc_en <= 0;
end       
always@(posedge CLK)begin
	if(RST)
		MinCost <= 10'd0;
	else if(cs == COMP)begin
	    if(cnt == 0)
	        MinCost <= acc;
	    else
		    if(MinCost > acc)
                MinCost <= acc;
		    else
		        MinCost <= MinCost;
	end
	else
	    MinCost <= MinCost;	
end
always@(posedge CLK)begin
	if(RST)
		MatchCount <= 4'd0;
	else if(cs == COMP)begin
		if(MinCost == acc)
			MatchCount <= MatchCount + 4'd1;
		else if(MinCost > acc)
			MatchCount <= 4'd1;
	   else
	        MatchCount <= MatchCount;
	end
	else
		MatchCount <= MatchCount;
end
always@(posedge CLK)begin
	if(RST)
		cnt <= 16'd0;
	else if(cs == CHANGE2 && ns == IDLE)
		if(cnt < 16'd40320)
			cnt <= cnt + 16'd1;
		else
			cnt <= 16'd0;
	else
		cnt <= cnt;
end
always@(posedge CLK)begin
    if(RST)
        n <= 3'd0;
    else if(cs == NEXT)begin
        if(w_j[n-1] < w_j[n])
            n <= n;
        else
            n <= n - 3'd1;    
    end
    else if(cs == CHANGE1 || cs == CHANGE2)
        n <= n;
    else
        n <= 3'd7;    
end
always@(posedge CLK)begin
    if(RST)
        next_done <= 0;
    else if(cs == NEXT)
        if(w_j[n-1] < w_j[n])
            next_done <= 1;
        else
            next_done <= 0;
    else
        next_done <= 0;    
end
always@(posedge CLK)begin
    if(RST)
        m <= 3'd0;
    else if(cs == CHANGE1)begin
        if((m + n) == 7)
            m <= m;
        else
            m <= m + 3'd1;
    end
    else
        m <= 3'd0;
end
always@(posedge CLK)begin
    if(RST)
        compare <= 3'd0;
    else if(cs == CHANGE1)begin
        if((w_j[n+m] - w_j[n-1]) > 0)
            if((w_j[n+m] - w_j[n-1]) > compare)
                if(compare == 3'd0)
                    compare <= (w_j[n+m] - w_j[n-1]);
                else
                    compare <= compare;
            else
                compare <= (w_j[n+m] - w_j[n-1]);
        else
            compare <= compare;               
    end
    else
        compare <= 3'd0;        
end
always@(posedge CLK)begin
    if(RST)
        index <= 3'd0;
    else if(cs == CHANGE1)begin
        if((w_j[n+m] - w_j[n-1]) > compare)
            index <= index;
        else
            index <= m;
    end
    else if(cs == CHANGE2)begin
        index <= index;
    end
    else
        index <= 3'd0;   
end
always@(posedge CLK)begin
    if(RST)
        change1_done <= 0;
    else if(cs == CHANGE1)begin
        if((m+n)==7)
            change1_done <= 1;
        else     
            change1_done <= 0;  
    end
    else
        change1_done <= 0; 
end
reg [ 2:0] c_last, c;
always@(posedge CLK)begin
    if(RST)
        c_last <= 3'd0;
    else if(cs == CHANGE1 && ns == CHANGE2) begin
       case(n)
        3'd0: c_last <= 3'd4;
        3'd1: c_last <= 3'd4;
        3'd2: c_last <= 3'd3;
        3'd3: c_last <= 3'd3;
        3'd4: c_last <= 3'd2;
        3'd5: c_last <= 3'd2;
        3'd6: c_last <= 3'd0;
        3'd7: c_last <= 3'd0;
        default: c_last <= 3'd0;
       endcase 
    end
    else
        c_last <= c_last;
end
always@(posedge CLK)begin
    if(RST)
        c <= 3'd0;
    else if(cs == CHANGE2)
        if(c < c_last)
            c <= c + 3'd1;
        else
            c <= 3'd0;
    else
        c <= 3'd0;
end
always@(*)begin
    if(RST)
        change2_done = 0;
    else if(cs == CHANGE2)begin
        if(c_last == 0)
            change2_done = 1;
        else begin
            if(c == c_last -1)
                change2_done = 1;
            else
                change2_done = 0;
        end
    end
    else
        change2_done = 0;
end
always@(posedge CLK)begin
	if(RST)begin
		w_j[0] <= 3'd0;
		w_j[1] <= 3'd1;
		w_j[2] <= 3'd2;
		w_j[3] <= 3'd3;
		w_j[4] <= 3'd4;
		w_j[5] <= 3'd5;
		w_j[6] <= 3'd6;
		w_j[7] <= 3'd7;
	end
	else if(cs == CHANGE1 && ns == CHANGE2)begin
        w_j[n-1] <= w_j[n+index];
        w_j[n+index] <= w_j[n-1];
	end
	else if(cs == CHANGE2 )begin
	    w_j[n+c] <= w_j[7-c];
	    w_j[7-c] <= w_j[n+c];
	end
	else begin
		w_j[0] <= w_j[0];
		w_j[1] <= w_j[1];
		w_j[2] <= w_j[2];
		w_j[3] <= w_j[3];
		w_j[4] <= w_j[4];
		w_j[5] <= w_j[5];
		w_j[6] <= w_j[6];
		w_j[7] <= w_j[7];	
	end
end
always@(posedge CLK)begin
    if(RST)
        Valid <= 0;
    else if(cs == DONE)
        Valid <= 1;
    else
        Valid <= 0;
end
endmodule
</file>
<file path="/design/flow/run.sh">
#!/bin/bash
# OpenROAD 26Q1-2900-gdf79404cd8, Yosys 0.63+post, stock flow scripts
make -C /OpenROAD-flow-scripts/flow DESIGN_CONFIG=/design/flow/config.mk WORK_HOME=/design/flow/orfs finish
</file>
==> flow_summary.toml <==
# implementation run metrics
[min_path]
hold_path.class = "reg2reg"
holdPathStages = 1
holdPathEnd = "i[0]$_SDFF_PN0_"
hp-start = "i[0]$_SDFF_PN0_"

[routing]
finalWirelength_um = 16220
ant_nets = 0
vias = 5265
vias_per_cell = 5.896
drc = 0
n_antenna_cell = 0
post_drt_wl_per_cell_um = 18.16
drt_first_pass_iters = 4
drt_iter0_markers = 343

[critical_path]
max_stage_delay_ps = 550
cp_max_fo = 26
arrival_ps = 4410
reg2regPathDepth = 16
worstReg2RegEnd = "compare[1]$_SDFFE_PP0P_"
startpoint_type = "flop"
critPathSlowestCell = "mux2i_1"
cp_data_required_time_ps = 5440
crit_path_end_kind = "output port"
crit_buf_inv = 3
crit_type = "reg2out"
worst_path_most_repeated_cell = "mux2i_1"
crit_chain = "inv_1 > ha_1 > xnor2_1 > o41ai_1 > o31ai_1 > a21oi_4 > mux2i_1 > buf_4 > mux2i_1 > mux2i_1 > mux2i_1 > nor2_1 > clkdlybuf4s50_1"
r2r_slack_ps = 2260
cp_top_family = "AND-OR/OR-AND gates"
timing.rr.start = "n[0]$_SDFFE_PP0P_"

[final_timing]
slew_viol_final = 0
grt_setup_unrepaired = "no"
min_period_ps = 5773
fin_crit_sh = 0.8490
setup_viol = 0
fin_worst_skew_ps = 9.275
fin_tns_setup_ps = 0
worst_pin_slew_ps = 876.3
max_slew_margin = 0.3991
whs_ps = 456.2
hold_violations = 0
postLayoutSetupSlackWorst_ps = 1027
fmaxAchievable_ghz = 0.1732

[die]
fp.dieW_um = 116.9
num_rows = 41
die_area_mm2 = 0.01367
die_h_um = 116.9
coreArea_mm2 = 0.01272
fp_util = 0.5190
pin_count = 30

[status]
status = "finished clean"

[place]
dp_hpwl_um = 11870
gp_congestion = 0.9538
port_buffers = 29
pre_cts_ws_ps = 1215
placed_cells = 877

[global_route]
grt_usage = 0.2624
grt_pass1_vias = 5056
grt-ovfl-total = 0
grt_max_degree = 52
antenna_found_initial = 0
grt_pass1_wl_um = 26410

[run]
maxCapViolCount = 0
tool_warnings = 28

[cts]
clk_latency_ps = 350
cts_tree = "yes"
cts_root_buf = "clkbuf_16"
ctsResizeCount = 0
clkSinkCount = 100
cts_made_buffers = 9
cts_max_level = 3
clk_pin_slew_ps = 70
clock_path_buffers = 2
post_cts_buffers = 0
cts_hold_buf = 0

[pwr]
leakage_uw = 0.002807
peakVddDrop_v = 0.0001372
power.density_mw_per_mm2 = 176.5

[synthesis]
synth_area_mm2 = 0.006603
edf_count = 24
ys_seq_share = 0.3396
synth_flops = 100
syn_inst = 693
async_flop_share = 0
ys_cells = 693
flop_cell = "dfxtp_1"
yosysWarnings = 1
ys_area_mm2 = 0.006603
synthDistinctLibCells = 61
syn_avg_cell_area_um2 = 9.528

[layout]
fin_cells = 893
fin_util = 0.5770
area_growth_pct = 11.18
combGateArea_mm2 = 0.004105
n_fill_cell = 1134
seq_area_mm2 = 0.002242
drive_gt1_frac = 0.09847
==> state kept, by name (all words and copies together) (netlist names), named ones only <==
register      cells
Valid             1
n                 3
cost_done         1
w_j              24
cs                7
c_last            3
MinCost          10
c                 3
acc_en            1
index             3
MatchCount        4
acc              10
next_done         1
m                 3
compare           3
i                 3
change1_done      1
cnt              16
==> worst reg2reg max path, stage by stage, from the launching register on <==
cell and delay, ps:
dfxtp_1 730, ha_1 280, inv_1 50, fa_1 690
mux4_2 360, mux2i_1 170, ha_1 160, inv_1 60
fa_1 490, ha_1 320, a21o_1 160, a21oi_1 140
a31oi_1 100, o31a_1 170, or2_2 340, a21oi_1 160
nor2_1 50
==> synthesized netlist by cell type, types with 12 or more instances <==
cell	n	area, µm²
a21oi_1	36	180.2
mux2i_1	52	520.5
xor2_1	13	113.9
nand3_1	15	75.07
clkbuf_1	17	63.81
edfxtp_1	24	720.7
ha_1	45	563.0
nor2b_1	14	87.58
dfxtp_1	76	1521
a22oi_1	12	90.09
o21ai_0	15	75.07
nor2_1	86	322.8
nand2_1	46	172.7
inv_1	41	153.9
xnor2_1	15	131.4
mux4_2	24	540.5
==> layout by cell type (no fill, tap or decap), drive strengths merged, types with 7 or more instances in the layout <==
cell,Yosys,final
mux2,8,8
clkdlybuf4s50,0,28
nand4,8,8
a31oi,9,9
nand2b,9,9
edfxtp,24,24
xor2,13,13
nand2,46,46
o21ai,17,17
and2,8,8
dfxtp,76,76
and3,7,7
nor2,86,86
a22oi,12,12
inv,41,42
clkbuf,17,10
nor3,9,9
ha,45,45
buf,7,8
nand3,15,15
mux2i,52,52
xnor2,15,15
or3,8,8
a21oi,40,40
o211ai,7,7
mux4,24,24
nor2b,14,14
a22o,9,9
==> routing by layer <==
layer,global-route usage,wire length (µm),part of all wire,vias to the layer above
li1,-,-,-,2582
met1,0.3817,7228,0.45,2469
met2,0.4150,7572,0.47,178
met3,0.06450,1012,0.062,36
met4,0.05401,406,0.025,0
met5,0,0,0,-
==> logic make-up after synthesis <==
| logic type | after synthesis | synth area share |
|---|---|---|
| AND/OR/NAND/NOR | 237 | 0.1783 |
| AND-OR/OR-AND | 129 | 0.1309 |
| flip-flops | 100 | 0.3396 |
| multiplexers | 84 | 0.1749 |
| buffers and inverters | 65 | 0.03866 |
| adder cells (fa/ha/maj) | 50 | 0.1004 |
| XOR/XNOR | 28 | 0.03714 |
==> area by class of cell <==
class / instances / share of cell area
Timing Repair Buffer: 36 / 0.04602
Multi-Input combinational cell: 528 / 0.5592
Clock buffer: 10 / 0.03255
Tap cell: 172 / 0.02932
Clock inverter: 6 / 0.006477
Sequential cell: 100 / 0.3054
Inverter: 41 / 0.02096
==> report_power, final <==
group | switching, µW | leakage [µW] | total (µW) | internal [µW]
Combinational | 97.5 | 0.00185 | 175 | 77.3
Clock | 234 | 0.000139 | 494 | 261
Sequential | 12.7 | 0.000820 | 627 | 614
==> how the worst max path moves through the flow <==
stage | startpoint | to | slack, ps | cells past startpoint
4_1_cts | c_last[0]$_SDFFE_PP0P_ | J[2] | 1080 | 13
5_1_grt | c_last[0]$_SDFFE_PP0P_ | J[2] | 620 | 13
6_report | c_last[0]$_SDFFE_PP0P_ | J[2] | 1030 | 13
==> stage by stage <==
step,total power [µW],instance area (µm²)
2_1_floorplan,762.8,6603
3_3_place_gp,811.5,7054
3_5_place_dp,813.5,7054
4_1_cts,1308,7341
5_1_grt,1348,7341
6_report,1296,7341
Power figures rest on the tool's default switching activity, not on a simulated workload.
